==> /design/flow/design.v <==
module pdlatch(d,e,q);
  input d, e;
  output reg q;
  always @(d,e) begin  
    if(e)
      q<=d;
  end
endmodule
module ndlatch(d,e,q);
  input d, e;
  output reg q;
  always @(d,e) begin
    if(!e)
      q<=d;
  end
endmodule
module pdff(clk,rstn,d,q);
  input clk, rstn,d;
  output reg q;
  always @(posedge clk, negedge rstn) begin    
    if(!rstn) 
      q<=1'b0;
    else
      q<=d;
  end
endmodule
module pdff1(d,clk,rstn,q);
  input d,clk,rstn;
  output reg q;
  always @(posedge clk) begin     
    if (!rstn)
      q<=1'b0;
    else
      q<=d;
  end
endmodule
module pdffl(clk,rstn,le,d,q);
  input clk, rstn, le, d;
  output reg q;
  always @(posedge clk or negedge rstn or posedge le) begin
    if (!rstn)
      q<=1'b0;
    else if (le)
      q<=1'b1;
    else
      q<=d;
  end
endmodule
module pdffl1 (clk,rstn,le,d,q);
  input clk, rstn,le,d;
  output reg q;
  always @(posedge clk) begin
    if(!rstn)
      q<=1'b0;
    else if (le)
      q<=1'b1;
    else
      q<=d;
  end
endmodule
module s_upc(clk,rstn,le,din,q);
  input clk, rstn, le;
  input [2:0] din;
  output reg [2:0] q;
  always @(posedge clk) begin
    if(!rstn) 
      q <= 3'b000;
    else if(le)
      q<=din;
    else
      q<=q + 1'b1;
  end
endmodule
module a_upc(clk,rstn,le,din,q);
  input clk,rstn,le;
  input [2:0] din;
  output reg [2:0] q;
  always @(posedge clk or negedge rstn) begin
    if(!rstn)
      q <= 3'b000;
    else if (le)
      q <= din;
    else
      q <= q + 1'b1;
  end
endmodule
module s_dc(clk,rstn,le,din,q);
  input clk, rstn, le;
  input [2:0] din;
  output reg [2:0] q;
  always @(posedge clk) begin
    if(!rstn) 
      q <= 3'b000;
    else if(le)
      q<=din;
    else
      q<=q - 1'b1;
  end
endmodule
module a_dc(clk,rstn,le,din,q);
  input clk, rstn, le;
  input [2:0] din;
  output reg [2:0] q;
  always @(posedge clk or negedge rstn) begin
    if(!rstn) 
      q <= 3'b000;
    else if(le)
      q<=din;
    else
      q <= q - 1'b1;
  end
endmodule
module a_udc (clk,rstn,updown,le,din,q);
  input clk, rstn, le, updown;
  input [2:0] din;
  output reg [2:0] q;
  always @(posedge clk or negedge rstn) begin
    if(!rstn)
      q <= 3'b000;
    else if (le)
      q<=din;
    else begin
      if (updown)
        q<=q+1'b1;
      else
      	q<=q-1'b1;
    end
  end
endmodule
module a_udco (clk,rstn,updown,le,din,q);
  input clk, rstn, le, updown;
  input [2:0] din;
  output reg [2:0] q;
  integer direction;
  always @(posedge clk or negedge rstn) begin
    if (!rstn)
      q<=3'b000;
    else if (le)
      q<=din;
    else begin
      if(updown)
        direction <= 1;
      else
        direction <= -1;
    end
    if (rstn && !le)   
      q <= q + direction;
  end
endmodule
module gray(clk,rstn,datain,le,out);
  input clk, rstn, le;   
  input [3:0] datain;   
  output reg [3:0] out;  
  reg [3:0] count;   
  reg q2,q1,q0;  
  always @(posedge clk) begin
    if (!rstn) begin
      count <= 4'b0000;
      {q2,q1,q0} <= 3'b000;
      out <= 4'b0000;
    end
    else if (le) begin
      count <= datain;
      q2 <= count[3] ^ count[2];
      q1 <= count[2] ^ count[1];
      q0 <= count[1] ^ count[0];
      out <= {count[3],q2,q1,q0};
    end
    else begin
      count <= count + 1'b1;
      q2 <= count[3] ^ count[2];
      q1 <= count[2] ^ count[1];
      q0 <= count[1] ^ count[0];
      out <= {count[3],q2,q1,q0};
    end
  end
endmodule
module gray1(clk,rstn,out);
  input clk, rstn;   
  output [3:0] out;
  reg [3:0] count;   
  always @(posedge clk) begin
    if (!rstn) begin
      count <= 4'b0000;
    end
    else begin
      count <= count + 1'b1;
    end
  end
   assign out = {count[3],(count[3]^count[2]),(count[2]^count[1]),(count[1]^count[0])};  
endmodule
module ring(clk,rstn,count);
  input clk,rstn;
  output reg [3:0] count;
  always @(posedge clk) begin
    if (!rstn) 
      count<=4'b1000;
    else begin
      count[0]<=count[3];
      count <= count << 1;
    end
  end
endmodule
module johnsoncounter(clk,rstn,count);
  input clk, rstn;
  output reg [3:0] count;
  always @(posedge clk) begin
    if (!rstn) 
      count<=4'b0000;
    else
      count[0] <= ~ count[3];   
    count [3:1] <= count[2:0];  
  end
endmodule
module para_count(clk,rstn,datain,le,count);
  parameter N = 4;
  input clk, rstn, le;
  input [N-1:0] datain;
  output reg [N-1:0] count;
  always @(posedge clk) begin
    if (!rstn)
      count <= 0;
    else if (le)
      count <= datain;
    else 
      count <= count + 1'b1;
  end
endmodule
module ripplecounter(clk,rstn,toggle_in,count);
  input clk, rstn,toggle_in;
  output [3:0] count;
  reg [3:0] count;
  wire c0,c1,c2;
  assign c0 = count[0];
  assign c1 = count[1];
  assign c2 = count[2];
  always @(posedge clk or negedge rstn) begin
    if(!rstn)
      count[0] <= 1'b0;
    else if (toggle_in == 1'b1)
      count[0] = ~ count[0];
  end
  always @(negedge c0 or negedge rstn) begin
    if(!rstn)
      count[1] <= 1'b0;
    else if (toggle_in == 1'b1)
      count[1] = ~ count[1];
  end
  always @(negedge c1 or negedge rstn) begin
    if(!rstn)
      count[2] <= 1'b0;
    else if (toggle_in == 1'b1)
      count[2] = ~ count[2];
  end
  always @(negedge c2 or negedge rstn) begin
    if(!rstn)
      count[3] <= 1'b0;
    else if (toggle_in == 1'b1)
      count[3] = ~ count[3];
  end
endmodule
module memory(clk,rd_en,wr_en,datain,addr,dataout);
  input clk;
  input rd_en;
  input wr_en;
  input [7:0] datain;
  input [9:0] addr;
  output reg [7:0] dataout;   
  reg [7:0] mem [0:1023];     
  always @(posedge clk) begin
    if (wr_en==1'b1 && rd_en ==1'b0)    
      mem[addr]<=datain;
  end
  always @(posedge clk) begin
    if (rd_en==1'b1 && wr_en==1'b0) 
      dataout<=mem[addr];
  end
endmodule
==> /design/flow/run.sh <==
#!/bin/bash
# OpenROAD 26Q1-2900-gdf79404cd8, Yosys 0.63+post, stock flow scripts
make -C /OpenROAD-flow-scripts/flow DESIGN_CONFIG=/design/flow/config.mk WORK_HOME=/design/flow/orfs finish
==> /design/flow/config.mk <==
export PLATFORM = sky130hd
export DESIGN_NAME = gray1
export DESIGN_NICKNAME = gray1
export VERILOG_FILES = /design/flow/design.v
export SDC_FILE = /design/flow/constraint.sdc
export NUM_CORES = 4
export LEC_CHECK = 1
export CORE_AREA = 10 10 70 70
export DIE_AREA = 0 0 80 80
==> /design/flow/constraint.sdc <==
current_design gray1

set clk_period 1.0
set clk_io_pct 0.2

create_clock -name clk0 -period $clk_period [get_ports {clk}]

set non_clock_inputs [all_inputs -no_clocks]
set_input_delay [expr $clk_period * $clk_io_pct] -clock clk0 $non_clock_inputs
set_output_delay [expr $clk_period * $clk_io_pct] -clock clk0 [all_outputs]
==> qor.txt <==
Final non-filler cell total: 73
Placer Congestion: 0.620
Late-Pin Clk Latency: 230 ps
Worst-Margin Slew: 149 ps
Number of global-route vias before repair: 177
Synth Instances: 16
Leakage: 0.152 nW
Cts hold-fix bufs: 0
CTS tree: yes
CTS max path bufs: 2
Ys flop type: dfxtp_1
Via count: 145
Row count: 21
Setup ws final: -215 ps
Core Util at FP: 5.05%
Crit path buffers/inverters: 2
Final setup viols: 3
Yosys reg bits: 4
Regs by FF count: count (4)
Final Cycle Share: 121%
H-tree Lvls: 1
Post-synth top cells: dfxtp_1, and2_1, ha_1, nand2_1, xor2_1
Worst path cell trace: buf_6 > ha_4 > buf_2
Final WL: 422 um
Fraction of layout cells with a size suffix above 1: 59.3%
Initial antenna violation count: 0
Log Warnings: 27
Filler instances: 403
Gr usage total: 1.60%
Max reg flops: 4
HP Class: flip-flop to flip-flop
Area contributors post-synth: dfxtp_1, ha_1, xor2_1
Ys Warns: 1
First-pass iteration count of the detailed router: 2
Crit path launch type: flip-flop
Vias per cell: 1.99
Outcome: finished, violations left
Synth top area share: 46.4%
Post-route clock skew: 2.07 ps
Synth Cell Area: 173 um2
Largest net degree at the start of global routing: 6
Fin. max-slew vios: 0
Worst Hold Slack: 570 ps
Horiz. Die Dim: 80 um
Crit path DAT: 1010 ps
Largest Register: count
Avg Cell Area, Syn: 10.8 um2
Chip Area, Yosys: 173 um2
Synth area leader: dfxtp_1
Num CTS Buffers: 3
Worst VDD drop: 0.000757 V
Congestion Overflow GR: 0
Dpl hpwl: 308 um
Achievable Freq: 823 MHz
Max-cap violation count: 0
Reg2Reg Setup Slack: 20 ps
EDFF count, synth: 0
Core area: 3420 um2
Most common cell in the netlist: dfxtp_1
Final Hold Viols: 0
Cells after DPL: 69
Buffers on Ports: 5
Routed Antenna Nets: 0
Slew HR: 90.0%
Chip area: 6400 um2
Fin Setup TNS: -392 ps
DRC Markers: 0
Clock slew at reported path FFs: 30 ps
Clk root buf: clkbuf_4
FFs w/ async S/R, synth: 0%
Io pins: 6
CTS sink count: 4
WS Path Type: flip-flop to output port
Worst EP required: 800 ps
Slowest cell on the critical path: dfxtp_4
Cell family with most CP delay: flip-flops
Synth cell types: 9
Seq share, synth: 46.4%
Failing checks: negative setup slack
Post-layout total power: 445 uW
CP peak stage delay: 340 ps
Ys cells: 16
Crit Path Max Fanout: 2
Tmin final: 1210 ps
DR iter-0 viols: 3
First-pass GRT wire length: 738 um
Unrepaired setup endpoints after global routing: true
Critical path endpoint category: output port
Die Y-Extent: 80 um
Worst slack, placed: -253 ps
PwrDens: 1260 nW/um2
Antenna Cells: 0
Synth-to-Final Area Change: 104%
Drt wl/cell: 5.78 um
==> power breakdown <==
| group | internal, mW | total, mW | switching (mW) |
|---|---|---|---|
| Clock | 0.134 | 0.193 | 0.0594 |
| Sequential | 0.171 | 0.183 | 0.0116 |
| Combinational | 0.0479 | 0.0695 | 0.0216 |
| Total | 0.353 | 0.445 | 0.0927 |
==> placed cells by master, fill, tap and decap left out <==
cell and instances:
clkbuf_2 1, buf_4 2, mux2i_1 1, nor2b_1 1
ha_4 2, clkdlybuf4s50_1 1, buf_6 3, buf_2 2
dfxtp_1 1, xor2_1 2, and2_1 2, nand2b_1 1
clkbuf_4 3, nand2_1 2, dfxtp_4 2, dfxtp_2 1
==> area by class of cell <==
| cell class | instances | area, um2 | share of cell area [%] |
|---|---|---|---|
| Timing Repair Buffer | 9 | 73.8 | 20.9 |
| Multi-Input combinational cell | 11 | 110 | 31.2 |
| Sequential cell | 4 | 88.8 | 25.2 |
| Clock buffer | 3 | 22.5 | 6.38 |
| Tap cell | 46 | 57.6 | 16.3 |
==> final timing paths <==
kind                       start                   to  cells past startpoint
max          count[1]$_SDFF_PN0_               out[0]                      3
max reg2reg  count[1]$_SDFF_PN0_  count[2]$_SDFF_PN0_                      4
min          count[0]$_SDFF_PN0_  count[0]$_SDFF_PN0_                      2
min reg2reg  count[0]$_SDFF_PN0_  count[0]$_SDFF_PN0_                      2
==> stage by stage <==
step | cell area [um2] | utilization, %
2_1_floorplan | 173 | -
3_3_place_gp | 295 | 8.64
3_5_place_dp | 295 | 8.64
4_1_cts | 352 | 10.3
5_1_grt | 353 | 10.3
6_report | 353 | 10.3
==> what timing repair did <==
item / in CTS / in global routing
gates resized: 20 / 3
buffers inserted: 1 / 0
pin swaps: 2 / 2
setup endpoints to repair: 4 / 5
==> worst min-delay path: cells and delay by family, from the launching register on <==
family                 cells  cell delay [ps]
buffers and inverters      1              130
AND/OR/NAND/NOR            1               30
flip-flops                 1              360
==> routing by layer <==
metal	vias up	GRT usage, %	routed length [um]
li1	75	-	-
met1	60	2.06	220
met2	10	1.69	143
met3	0	1.82	58
met4	0	0.176	0
met5	-	0	0
==> cell families after synthesis <==
family | Yosys count | synth area share (%)
XOR/XNOR | 2 | 10.1
AND/OR/NAND/NOR | 6 | 18.8
buffers and inverters | 1 | 4.35
flip-flops | 4 | 46.4
multiplexers | 1 | 5.80
adder cells (fa/ha/maj) | 2 | 14.5
Power is estimated from default activity; no workload was simulated.
